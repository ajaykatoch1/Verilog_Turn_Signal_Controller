`/design/flow/run.sh`:
```
#!/bin/bash
# OpenROAD 26Q1-2900-gdf79404cd8, Yosys 0.63+post, stock flow scripts
make -C /OpenROAD-flow-scripts/flow DESIGN_CONFIG=/design/flow/config.mk WORK_HOME=/design/flow/orfs finish
```
`/design/flow/config.mk`:
```
export PLATFORM = sky130hd
export DESIGN_NAME = Glue
export DESIGN_NICKNAME = Glue
export VERILOG_FILES = /design/flow/design.v
export SDC_FILE = /design/flow/constraint.sdc
export NUM_CORES = 4
export LEC_CHECK = 1
export CORE_UTILIZATION = 30
```
`/design/flow/constraint.sdc`:
```
current_design Glue

set clk_period 5.2
set clk_io_pct 0.2

create_clock -name clk0 -period $clk_period [get_ports {ClkIn}]

set non_clock_inputs [all_inputs -no_clocks]
set_input_delay [expr $clk_period * $clk_io_pct] -clock clk0 $non_clock_inputs
set_output_delay [expr $clk_period * $clk_io_pct] -clock clk0 [all_outputs]
```
`/design/flow/design.v`:
```
module ClkDiv(Clk, Rst, ClkOut);
   input Clk, Rst;
   output reg ClkOut;
  parameter DivVal = 50000000;  
   reg [25:0] DivCnt;
   reg ClkInt;
   always @(posedge Clk) begin
      if( Rst == 1 )begin
         DivCnt <= 0;
         ClkOut <= 0;
         ClkInt <= 0;
      end
      else begin
         if( DivCnt == DivVal ) begin
            	ClkOut <= ~ClkInt;
            	ClkInt <= ~ClkInt;
            	DivCnt <= 0;
         end
         else begin
            	ClkOut <= ClkInt;
            	ClkInt <= ClkInt;
            	DivCnt <= DivCnt + 1;
         end
      end
   end
endmodule
`timescale 1ns / 1ps
module Glue(ClkIn, Rst, E, L, R, L1, L2, L3, R1, R2, R3);
    input ClkIn, Rst, E, L, R;
    output L1, L2, L3, R1, R2, R3;
    wire Clk;
    ClkDiv ClockGen(ClkIn, 0, Clk);
    TurnSignals TS(Clk, Rst, E, L, R, L1, L2, L3, R1, R2, R3);
endmodule
`timescale 1ns / 1ps
module TurnSignals(Clk, Rst, E, L, R, L1, L2, L3, R1, R2, R3);
    input Clk, Rst, E, L, R;
    output reg L1, L2, L3, R1, R2, R3;
    reg [2:0] state, newState;
    parameter OFF = 0, EMER = 1, LA = 2, LB = 3, LC = 4, RA = 5, RB = 6, RC = 7;
    always @(posedge Clk) begin
        if (Rst) begin
            state <= OFF;
        end
        else begin
            state <= newState;
        end
    end
    always @(state, E, L, R) begin
        case (state)
            OFF: begin
                L1 <= 0; L2 <= 0; L3 <= 0; R1 <= 0; R2 <= 0; R3 <= 0;
                if (E | (L&R)) begin
                    newState <= EMER;
                end
                else if (L&~R&~E) begin
                    newState <= LA;
                end
                else if (~L&R&~E) begin
                    newState <= RA;
                end
                else begin
                    newState <= OFF;
                end
            end
            EMER: begin
                L1 <= 1; L2 <= 1; L3 <= 1; R1 <= 1; R2 <= 1; R3 <= 1;
                newState <= OFF;
            end
            LA: begin
                L1 <= 1; L2 <= 0; L3 <= 0; R1 <= 0; R2 <= 0; R3 <= 0;
                if (E | (L&R)) begin
                    newState <= EMER;
                end
                else if (L) begin
                    newState <= LB;
                end
                else if (R) begin
                    newState <= OFF;
                end
            end
            LB: begin
                L1 <= 1; L2 <= 1; L3 <= 0; R1 <= 0; R2 <= 0; R3 <= 0;
                if (E | (L&R)) begin
                    newState <= EMER;
                end
                else if (L) begin
                    newState <= LC;
                end
                else if (R) begin
                    newState <= OFF;
                end
            end
            LC: begin
                L1 <= 1; L2 <= 1; L3 <= 1; R1 <= 0; R2 <= 0; R3 <= 0;
                if (E | (L&R)) begin
                    newState <= EMER;
                end
                else begin
                    newState <= OFF;
                end
            end
            RA: begin
                L1 <= 0; L2 <= 0; L3 <= 0; R1 <= 1; R2 <= 0; R3 <= 0;
                if (E | (L&R)) begin
                    newState <= EMER;
                end
                else if (R) begin
                    newState <= RB;
                end
                else if (L) begin
                    newState <= OFF;
                end
            end
            RB: begin
                L1 <= 0; L2 <= 0; L3 <= 0; R1 <= 1; R2 <= 1; R3 <= 0;
                if (E | (L&R)) begin
                    newState <= EMER;
                end
                else if (R) begin
                    newState <= RC;
                end
                else if (L) begin
                    newState <= OFF;
                end
            end
            RC: begin
                L1 <= 0; L2 <= 0; L3 <= 0; R1 <= 1; R2 <= 1; R3 <= 1;
                if (E | (L&R)) begin
                    newState <= EMER;
                end
                else begin
                    newState <= OFF;
                end
            end
            default: begin
                L1 <= 0; L2 <= 0; L3 <= 0; R1 <= 0; R2 <= 0; R3 <= 0;
                newState <= OFF;
            end
        endcase
    end
endmodule
```
==> reports/metrics.sh <==
YOSYS.AREA_SHARE.AOI_PCT=5.25
TRITONCTS='yes'
DRT-PASS1-ITER-COUNT=4
FINAL_SETUP_VIOLATING_ENDPOINTS=0
WIRE_PER_INST_UM=9.85
CRITICAL_PATH_PEAK_FANOUT=16
USE_MET1_PCT=16.0
GRT_USE_MET3_PCT=1.12
DRC=0
DETAIL_ROUTE.ITER0.VIOLATIONS=31
SKEW_NS=0.00371
NETLIST-CELL-TYPE-COUNT=33
CTS.REPAIR_TIMING.SETUP_BUFFER_COUNT=0
POWER.DENSITY_nW_PER_UM2=193
TIMING.HOLD.WORST.CLASS='flop to flop'
POWER_LEAKAGE_nW=0.607
SYNTHCELLS=166
FP-ROW-COUNT=25
AVGVIACOUNTPERCELL=4.48
CRITPATHARRIVALTIME_NS=2.26
GRT_START_MAX_NET_PINS=17
SYNTH-CELLS-YOSYS=166
PEAKVDDDROP_V=0.0000909
CLKLATENCYLATEPIN_NS=0.26
MAX_SLEW.WORST_PIN.SLEW_NS=0.805
YOSYS_AREA_UM2=1500
DIE_X_UM=72.7
STATUS='finished, final reports clean'
NUM_VIAS=1088
CLOCK_TREE.ROOT_CELL='sky130_fd_sc_hd__clkbuf_8'
IOS=11
NUMBER_OF_GLOBAL_ROUTE_VIAS_BEFORE_REPAIR=898
GRT_PASS1_WL_MM=4.01
MUX_AREA_SHARE_PCT=1.67
UNCLOCKED_REGS=6
OVERFLOW=0
POSTSYNTHREGISTERBITS=33
WORST_MAX_SLEW_MARGIN_EXPRESSED_RELATIVE_TO_THE_LIMIT_PCT=46.0
DIODES=0
GRT.TOTAL_USAGE_PCT=9.54
FINAL_LAYOUT_SIZE_SUFFIX_GT1_SHARE_PCT=4.55
CTS_RESIZED=0
EDF_COUNT=1
YOSYS_WARNINGS=3
ENDPOINTS_LEFT_UNCONSTRAINED=12
SETUP.WORST_PATH.START_CLASS='flop'
POST_SYNTH_TOP_FLOP='sky130_fd_sc_hd__dfxtp_1'
GROUTE.LAYER.MET2.USAGE_PCT=13.8
POST-ROUTE-MIN-PERIOD_NS=2.10
PATH_CLASS='flop to flop'
INITCOREUTIL_PCT=31.6
ROUTE.ANTENNA.REMAINING_NETS=0
FP.DIEAREA_UM2=5290
MIN_PERIOD_OVER_PERIOD_PCT=40.5
TOP_USAGE_LAYER='met1'
YOSYS.AREA_SHARE.SIMPLE_PCT=31.8
TOTALPOWERFINAL_W=0.000331
CTS-BUFFERS-INSERTED=3
PLACE.PORT_BUFFERS=10
GRT_SETUP_UNREPAIRED='false'
CLOCK_INPUT_TRANSITION_AT_THE_SEQUENTIAL_CELLS_OF_THE_WORST_SETUP_AND_HOLD_PATHS_NS=0.09
H-TREE-DEPTH=1
LAYOUT-AREA-OVERHEAD-VS-SYNTH_PCT=14.2
CHIPHEIGHT_UM=72.7
SYNTH.CELL_AREA_UM2=1500
NUMBER_OF_ANTENNA_VIOLATIONS_AT_THE_FIRST_CHECK_IN_GLOBAL_ROUTING=0
END_KIND='flop'
MAXCLOCKFREQUENCY_MHz=475
TIMING_MAX_TRANSITION_VIOLATIONS_FINAL=0
N_FILL_CELL=499
TALLY_OF_NON_FILLER_CELLS_IN_THE_FINAL_LAYOUT=243
CTS_HOLD_BUFFERS=0
POST_SYNTH.CELL_AREA_AVG_UM2=9.04
FINAL-HOLD-VIOLATION-COUNT=0
ASYNC_FLOP_SHARE_PCT=0
LOG.WARNING_COUNT=26
CLOCK_TREE.BUFFER_DEPTH=2
SYNTHXORXNORAREAFRAC_PCT=13.4
PLACED_CELLS_INCL_TAPS=239
MAX_CAP_VIOL_COUNT=0
POST_SYNTH_FA_HA_MAJ_AREA_FRACTION_PCT=1.67
REQ_TIME_CRIT_PATH_NS=5.36
SUM_OF_NEGATIVE_SETUP_SLACK_NS=0
FINALWIRELENGTH_MM=2.39
TOP_LOGIC_KIND='simple AND/OR/NAND/NOR gates'
GP_CONGESTION=0.795
CORE_AREA_UM2=4750
DETAILEDPLACEMENTHPWL_MM=1.72
==> cells in the final DEF, fill, tap and decap left out <==
cell and instances:
sky130_fd_sc_hd__nor2_1 20, sky130_fd_sc_hd__nand3b_1 3, sky130_fd_sc_hd__ha_1 2, sky130_fd_sc_hd__edfxtp_1 1, sky130_fd_sc_hd__or2_0 1, sky130_fd_sc_hd__mux2_4 1, sky130_fd_sc_hd__and4_1 1, sky130_fd_sc_hd__o22a_1 1
sky130_fd_sc_hd__o21ai_0 4, sky130_fd_sc_hd__a21oi_1 3, sky130_fd_sc_hd__clkbuf_1 1, sky130_fd_sc_hd__inv_1 6, sky130_fd_sc_hd__nand4_4 1, sky130_fd_sc_hd__nand2b_1 3, sky130_fd_sc_hd__xor2_1 10, sky130_fd_sc_hd__mux2i_1 1
sky130_fd_sc_hd__a21boi_0 1, sky130_fd_sc_hd__dlxtn_1 3, sky130_fd_sc_hd__clkdlybuf4s50_1 10, sky130_fd_sc_hd__and3_1 2, sky130_fd_sc_hd__nand4_1 6, sky130_fd_sc_hd__nand2_1 22, sky130_fd_sc_hd__and2_1 2, sky130_fd_sc_hd__nand3_1 9
sky130_fd_sc_hd__xnor2_1 13, sky130_fd_sc_hd__nor3_1 3, sky130_fd_sc_hd__a211oi_1 1, sky130_fd_sc_hd__dfxtp_1 29, sky130_fd_sc_hd__clkbuf_8 3, sky130_fd_sc_hd__nor2b_1 4, sky130_fd_sc_hd__o32a_1 2, sky130_fd_sc_hd__nor4_4 3
sky130_fd_sc_hd__nor4_1 2, sky130_fd_sc_hd__nor4b_1 2
==> through the flow <==
step                      cell area (µm²)  worst slack [ns]  util, %  hold WS [ns]
after floorplan                      1500              3.51        -         0.430
after global placement               1670              3.15     35.1         0.448
after detailed placement             1670              3.07     35.1         0.455
after CTS                            1710              3.05     36.1         0.478
after global routing                 1710              2.94     36.1         0.514
final                                1710              3.10     36.1         0.476
==> where the power goes <==
group | internal [W] | switching, W | total, W
Combinational | 0.00000420 | 0.00000283 | 0.00000702
Clock | 0.0000547 | 0.0000609 | 0.000116
Sequential | 0.000208 | 0.000000000963 | 0.000208
Total | 0.000267 | 0.0000638 | 0.000331
==> logic make-up after synthesis <==
| family | Yosys count |
|---|---|
| buffers and inverters | 10 |
| XOR/XNOR | 23 |
| AND/OR/NAND/NOR | 84 |
| latches | 3 |
| multiplexers | 2 |
| adder cells (fa/ha/maj) | 2 |
| flip-flops | 30 |
| AND-OR/OR-AND | 12 |
==> registers in the layout, summed over array words and instances, names as in the netlist <==
| register | flops |
|---|---|
| ClockGen.DivCnt | 26 |
| ClockGen.ClkOut | 1 |
| TS.state | 3 |
| TS.newState | 3 |
==> Yosys cell counts, types with 4 or more instances <==
library cell              instances  area share (%)
sky130_fd_sc_hd__nand3_1          9             3.0
sky130_fd_sc_hd__xor2_1          10             5.8
sky130_fd_sc_hd__nand4_1          6             2.5
sky130_fd_sc_hd__dfxtp_1         29              39
sky130_fd_sc_hd__nor2b_1          4             1.7
sky130_fd_sc_hd__xnor2_1         13             7.6
sky130_fd_sc_hd__nand2_1         22             5.5
sky130_fd_sc_hd__nor2_1          20             5.0
sky130_fd_sc_hd__o21ai_0          4             1.3
sky130_fd_sc_hd__inv_1            6             1.5
==> worst max-delay path, cell delays in order, from the launching register on <==
cell and delay, ns:
sky130_fd_sc_hd__dfxtp_1 0.34, sky130_fd_sc_hd__inv_1 0.06, sky130_fd_sc_hd__ha_1 0.13, sky130_fd_sc_hd__nor4b_1 0.22
sky130_fd_sc_hd__nand3_1 0.16, sky130_fd_sc_hd__nor4_4 0.70, sky130_fd_sc_hd__nor2_1 0.11, sky130_fd_sc_hd__mux2_4 0.27
==> path summary, 6_finish.rpt <==
path	slack (ns)	startpoint	to	depth (start not counted)
setup / recovery	3.10	ClockGen.DivCnt[0]	ClockGen.DivCnt[21]	7
hold / removal	0.48	ClockGen.DivCnt[22]	ClockGen.DivCnt[22]	1
setup reg to reg	3.10	ClockGen.DivCnt[0]	ClockGen.DivCnt[21]	7
hold reg to reg	0.48	ClockGen.DivCnt[22]	ClockGen.DivCnt[22]	1
==> area by class of cell <==
class	count	area, µm²	share of cell area [%]
clock buffer	4	45.0	2.63
inverter	6	22.5	1.31
multi-input combinational	123	807	47.1
sequential	33	656	38.2
tap	67	83.8	4.89
timing repair buffer	10	100	5.84
==> layer usage <==
metal  routed length [µm]  vias up
met2                  964       22
met5                    0        -
li1                     -      584
met4                   16        0
met1                 1320      478
met3                   91        4
Power and IR drop assume default switching activity.
